===== flow/design.v =====
package common;
    typedef enum {RASTER_CMD_NOP, RASTER_CMD_FILL, RASTER_CMD_POINT, RASTER_CMD_LINE, RASTER_CMD_RECT, RASTER_CMD_HLINE, RASTER_CMD_VLINE  } raster_command_t;
endpackage
package cpu_common;
    typedef enum {CORE_NOP, CORE_HALT, CORE_RESET} core_special_operation_t;
    typedef enum {ALU_ADD, ALU_SUB, ALU_AND, ALU_OR, ALU_XOR, ALU_MUL, ALU_SR, ALU_SL} alu_operation_t;
    typedef enum {ALU_RX, ALU_IMMEDIATE} alu_operand_t;
    typedef enum {RF_MUX_IMM, RF_MUX_R0, RF_MUX_ALU, RF_MUX_MEM} rf_mux_src_t;
    typedef enum {SP_NOP, SP_INC_1, SP_INC_2, SP_DEC_1, SP_DEC_2} sp_operation_t;
    typedef enum {FETCH_NOP, FETCH_INC_PC, FETCH_RET} fetch_operation_t;
    typedef enum {AGU_PUSH_POP, AGU_SHORT_IMM} agu_operation_t;
endpackage
module vga
(
    input logic clk, 
    input logic rst_async,
    input logic en,
    output logic vga_r, vga_g, vga_b,
    output logic vga_hsync, vga_vsync,
    output logic [15:0] fb_addr,
    input logic [2:0] fb_pixel
);
localparam X_VISIBLE = 640 * 2;
localparam X_FRONT_PORCH = 16 * 2;
localparam X_SYNC = 96 * 2;
localparam X_BACK_PORCH = 48 * 2;
localparam Y_VISIBLE = 480;
localparam Y_FRONT_PORCH = 10;
localparam Y_SYNC = 2;
localparam Y_BACK_PORCH = 33;
localparam X_SYNC_BEGIN = X_VISIBLE + X_FRONT_PORCH - 1;
localparam X_SYNC_END = X_VISIBLE + X_FRONT_PORCH + X_SYNC - 1;
localparam X_TOTAL = X_VISIBLE + X_FRONT_PORCH + X_SYNC + X_BACK_PORCH;
localparam X_MAX = X_TOTAL - 1; 
localparam Y_SYNC_BEGIN = Y_VISIBLE + Y_FRONT_PORCH - 1;
localparam Y_SYNC_END = Y_VISIBLE + Y_FRONT_PORCH + Y_SYNC - 1;
localparam Y_TOTAL = Y_VISIBLE + Y_FRONT_PORCH + Y_SYNC + Y_BACK_PORCH;
localparam Y_MAX = Y_TOTAL - 1; 
logic [10:0] x_cnt;
logic [10:0] y_cnt;
always_ff @(posedge rst_async, posedge clk) begin
    if (rst_async) begin
        x_cnt <= '0;
        y_cnt <= '0;
    end else if (clk) begin
        if (x_cnt == X_MAX) begin 
            x_cnt <= '0; 
            y_cnt <= (y_cnt == Y_MAX) ? '0 : (y_cnt + 1); 
        end else 
            x_cnt <= (x_cnt + 1);
    end
end
assign vga_hsync = ~((x_cnt >= X_SYNC_BEGIN) & (x_cnt <= X_SYNC_END) & en);
assign vga_vsync = ~((y_cnt >= Y_SYNC_BEGIN) & (y_cnt <= Y_SYNC_END) & en);
logic in_visible_region;
assign in_visible_region = (x_cnt < X_VISIBLE) & (y_cnt < Y_VISIBLE);
assign vga_r = en & in_visible_region & fb_pixel[2];
assign vga_g = en & in_visible_region & fb_pixel[1];
assign vga_b = en & in_visible_region & fb_pixel[0];
logic [2:0] sub_pixel_cnt; 
logic [2:0] next_sub_pixel_cnt;
assign next_sub_pixel_cnt = (sub_pixel_cnt == 5) ? '0 : (sub_pixel_cnt + 1);
always_ff @(posedge rst_async, posedge clk) begin
    if (rst_async) begin
        sub_pixel_cnt <= '0;
    end else if (clk) begin
        if (in_visible_region)
            sub_pixel_cnt <= next_sub_pixel_cnt;
        else begin
            sub_pixel_cnt <= '0;
        end
    end
end
logic [7:0] pixel_cnt;
always_ff @(posedge rst_async, posedge clk) begin
    if (rst_async) begin
        pixel_cnt <= '0;
    end else if (clk) begin
        if (in_visible_region) begin
            if (next_sub_pixel_cnt == '0) 
                pixel_cnt <= pixel_cnt + 1;
        end else
            pixel_cnt <= '0; 
    end
end
logic [15:0] line_offset;
logic [1:0] line_cnt; 
logic [1:0] next_line_cnt;
assign next_line_cnt = (line_cnt == 2) ? '0 : (line_cnt + 1);
always_ff @(posedge rst_async, posedge clk) begin
    if (rst_async) begin
        line_offset <= '0;
        line_cnt <= '0;
    end else if (clk) begin
        if (y_cnt == Y_MAX) begin  
            line_cnt <= '0;
            line_offset <= '0;
        end else if (x_cnt == X_MAX) begin 
            line_cnt <= next_line_cnt;
            if (next_line_cnt == '0) 
                line_offset <= line_offset + 214;
        end
    end
end
assign fb_addr = line_offset + pixel_cnt;
endmodule

===== flow/config.mk =====
export PLATFORM = sky130hd
export DESIGN_NAME = vga
export DESIGN_NICKNAME = vga
export VERILOG_FILES = /design/flow/design.v
export SDC_FILE = /design/flow/constraint.sdc
export NUM_CORES = 4
export LEC_CHECK = 1
export CORE_UTILIZATION = 50

===== flow/run.sh =====
#!/bin/bash
# OpenROAD 26Q1-2900-gdf79404cd8, Yosys 0.63+post, stock flow scripts
make -C /OpenROAD-flow-scripts/flow DESIGN_CONFIG=/design/flow/config.mk WORK_HOME=/design/flow/orfs finish

===== flow/constraint.sdc =====
current_design vga

set clk_period 5.1
set clk_io_pct 0.2

create_clock -name clk0 -period $clk_period [get_ports {clk}]

set non_clock_inputs [all_inputs -no_clocks]
set_input_delay [expr $clk_period * $clk_io_pct] -clock clk0 $non_clock_inputs
set_output_delay [expr $clk_period * $clk_io_pct] -clock clk0 [all_outputs]

==> qor.csv <==
stage,metric,value,unit
final_timing,setup_viol,0,
final_timing,fin_crit,3.691,ns
synth,ys_area,3069,sq um
layout,final_layout_top_logic_cells,"dfrtp_1 (50), nor2_1 (48), clkdlybuf4s50_1 (26), xnor2_1 (25), nand2_1 (23)",
placed_design,dp_hpwl,4073,um
synth,avgSynthCellArea,9.415,sq um
drt,num_antenna_cells,0,
power,p_clk_share,37.2,%
final_timing,slew_headroom,57.05,%
final_timing,fin_crit_sh,72.38,%
synth,synth-cells-yosys,326,
worst_setup_path,critPathBufInv,1,
layout,area_growth,13.70,%
synth,adder_share,5.707,%
clocking,cts_max_level,2,
final_timing,hold_viol,0,
worst_setup_path,cpPeakStageDelay,0.47,ns
worst_setup_path,crit_family,AND-OR/OR-AND gates,
layout,drive_above_1_share,7.887,%
power,swShare,21.86,%
clocking,clock-sinks,50,
synth,edf_count,0,
grt,grt_pass1_vias,2203,
hold_path,hold_path_class,reg -> reg,
final_timing,fmax,0.2709,GHz
placed_design,postPlaceCellArea,3395,sq um
power,power_frac_comb,2.3,%
synth,async_reset_ff_share,100.0,%
power,netSwitchingPower,143.2,uW
status,status,"complete, no violations",
synth,synth-seq-cells,50,
grt,grt_overflow,0,
worst_setup_path,crit_path_cell_trace,ha_1 -> a21oi_1 -> nor2_1 -> o211ai_1 -> a21boi_0 -> xnor2_1 -> clkdlybuf4s50_1,
die,fp.coreArea,5921,sq um
final_timing,layout_setup_ws,1.409,ns
synth,yosysWarnings,1,
clocking,ctsResizeCount,0,
synth,ys_types,54,
worst_setup_path,critPathKind,reg -> out,
synth,simple_gate_area_share,24.05,%
synth,flop_cell,dfrtp_1,
synth,yosys.area_share.aoi,12.07,%
die,die_h,80.35,um
drt,firstDrtPassIters,4,
placed_design,globalplace.congestion,0.8363,
layout,lay_top_count,dfrtp_1,
synth,synthTopLogicFamily,simple AND/OR/NAND/NOR gates,
die,ios,27,
die,core.rowCount,28,
power,internal_power,511.8,uW
drt,wl,5861,um
final_timing,fin_tns_setup,0,ns
layout,fillCellCount,527,
final_timing,worstMarginPinSlew,0.6442,ns
clocking,post_cts_buffers,0,
grt,grt_max_degree,51,
synth,synth.area.mux_share,1.753,%
die,dieArea,6455,sq um
placed_design,port_buffers,26,
power,power_leakage,0.001571,uW
drt,final_antenna_net_count,0,
clocking,cts.path.max_buffers,2,
job,maxCapViolCount,0,
clocking,cts_tree,yes,
drt,vias_per_cell,5.437,
die,die_w,80.35,um
worst_setup_path,worstPathArrival,2.67,ns
grt,grtUsageTotal,20.98,%
worst_setup_path,crit_slowest_cell,clkdlybuf4s50_1,
power,seq_power_share,60.5,%
job,warnings,29,
clocking,postCtsHoldBufs,0,
final_timing,skew,0.008298,ns
worst_setup_path,cp.required,4.08,ns
layout,final_area,3490,sq um
placed_design,place_ws,1.520,ns
die,fp-utilization,51.84,%
final_timing,slew_violations,0,
drt,vias,2338,
power,p_total,655.0,uW
synth,ys_seq_share,40.77,%
worst_setup_path,cp-end-kind,output port,
synth,xor_area_share,12.27,%
grt,antenna_found_initial,0,
drt,drc,0,
power,ir_drop,0.1025,mV
clocking,clk-insertion-delay-late,0.31,ns
drt,post_drt_wl_per_cell,13.63,um
worst_setup_path,path_max_fanout,4,
synth,synth_area,3069,sq um
drt,first_iter_violations,102,
clocking,clkTransAtPathRegs,0.09,ns
worst_setup_path,crit_path_start_kind,flip-flop,
synth,syn_inst,326,
grt,grt_first_pass_wirelength,10250,um
power,power.density,187.7,nW/um^2
clocking,cts_root_buffer,clkbuf_8,
final_timing,rsz0062_at_grt,no,
clocking,numCtsBuffers,5,
per-layer routing:
layer | wire [um] | up-vias | global-route usage (%) | share of wire, %
li1 | - | 1195 | - | -
met1 | 2906 | 1104 | 33.07 | 50
met2 | 2736 | 35 | 33.64 | 47
met3 | 174 | 4 | 2.768 | 3.0
met4 | 44 | 0 | 1.607 | 0.75
met5 | 0 | - | 0 | 0
stage by stage:
stage | instances | util [%] | hold slack [ns]
global route | 430 | 58.94 | 0.5098
finish | 430 | 58.94 | 0.4893
floorplan | 326 | - | 0.4535
global placement | 422 | 57.33 | 0.4801
CTS | 430 | 58.94 | 0.4938
detailed placement | 422 | 57.33 | 0.4788
cell usage after synthesis, types with 4 or more instances:
cell type | instances | area share (%)
and2_1 | 4 | 0.82
nand2_1 | 23 | 2.8
dfrtp_1 | 50 | 41
o21ai_0 | 15 | 2.4
and3_1 | 7 | 1.4
a21oi_1 | 15 | 2.4
ha_1 | 14 | 5.7
xor2_1 | 18 | 5.1
nand3_1 | 20 | 3.3
nand4_1 | 9 | 1.8
nor3_1 | 7 | 1.1
inv_1 | 12 | 1.5
a211oi_1 | 4 | 0.98
nor2_1 | 48 | 5.9
xnor2_1 | 25 | 7.1
worst reg2reg max path: stages (launching register included):
cell and delay [ns]:
dfrtp_1 0.41, ha_1 0.27, nand4_4 0.16, or4_4 0.70, nor2_2 0.28, a311oi_1 0.13
a41o_1 0.21
sequential cells by signal, indices dropped and copies added (netlist names):
register and flops:
y_cnt 11, sub_pixel_cnt 3, x_cnt 11, line_offset 15, pixel_cnt 8, line_cnt 2
final cells by class:
type,count,area [sq um],share of cell area [%]
clock inverter,2,12.51,0.3586
tap,75,93.84,2.689
inverter,12,45.04,1.291
multi-input combinational,255,1714,49.12
clock buffer,6,82.58,2.366
sequential,50,1251,35.86
timing repair buffer,30,290.3,8.318
power by group through the flow:
| stage | clock (uW) | combinational [uW] | sequential, uW |
|---|---|---|---|
| after CTS | 252 | 16.3 | 396 |
| after global routing | 267 | 17.9 | 396 |
| final | 244 | 15.3 | 396 |
logic make-up after synthesis:
kind of cell	count (synthesis)
AOI/OAI and AO/OA	52
xor gates and xnor gates	43
adders and majority gates	14
buffers and inverters	21
DFF	50
muxes	5
and+or+nand+nor	141
worst paths after layout:
kind	start	to	slack (ns)	cells after the start
max reg2reg	x_cnt[0]	line_offset[13]	2.86	6
max in group asynchronous	rst_async	pixel_cnt[2]	3.47	3
min	y_cnt[8]	y_cnt[8]	0.49	1
min reg2reg	y_cnt[8]	y_cnt[8]	0.49	1
max	pixel_cnt[2]	fb_addr[13]	1.41	7
min in group asynchronous	rst_async	x_cnt[10]	1.19	3
Power figures rest on the tool's default switching activity, not on a simulated workload.
