File: /design/flow/design.v
package common;
    typedef enum {RASTER_CMD_NOP, RASTER_CMD_FILL, RASTER_CMD_POINT, RASTER_CMD_LINE, RASTER_CMD_RECT, RASTER_CMD_HLINE, RASTER_CMD_VLINE  } raster_command_t;
endpackage
package cpu_common;
    typedef enum {CORE_NOP, CORE_HALT, CORE_RESET} core_special_operation_t;
    typedef enum {ALU_ADD, ALU_SUB, ALU_AND, ALU_OR, ALU_XOR, ALU_MUL, ALU_SR, ALU_SL} alu_operation_t;
    typedef enum {ALU_RX, ALU_IMMEDIATE} alu_operand_t;
    typedef enum {RF_MUX_IMM, RF_MUX_R0, RF_MUX_ALU, RF_MUX_MEM} rf_mux_src_t;
    typedef enum {SP_NOP, SP_INC_1, SP_INC_2, SP_DEC_1, SP_DEC_2} sp_operation_t;
    typedef enum {FETCH_NOP, FETCH_INC_PC, FETCH_RET} fetch_operation_t;
    typedef enum {AGU_PUSH_POP, AGU_SHORT_IMM} agu_operation_t;
endpackage
module reg_file (
    input logic clk,
    input logic rf_write_en,
    input logic [2:0] rf_write_addr,
    input logic [2:0] rX_addr,
    input logic [7:0] rf_in,
    output logic [7:0] r0,
    output logic [7:0] r1,
    output logic [7:0] r4,
    output logic [7:0] r5,
    output logic [7:0] r6,
    output logic [7:0] r7,
    output logic [7:0] rX
);
logic [7:0] rf [8];
always_ff @(posedge clk) begin
    if (rf_write_en)
        rf[rf_write_addr] <= rf_in;
end
assign rX = rf[rX_addr];
assign r0 = rf[0];
assign r1 = rf[1];
assign r4 = rf[4];
assign r5 = rf[5];
assign r6 = rf[6];
assign r7 = rf[7];
endmodule
File: /design/flow/run.sh
#!/bin/bash
# OpenROAD 26Q1-2900-gdf79404cd8, Yosys 0.63+post, stock flow scripts
make -C /OpenROAD-flow-scripts/flow DESIGN_CONFIG=/design/flow/config.mk WORK_HOME=/design/flow/orfs finish
File: /design/flow/config.mk
export PLATFORM = sky130hd
export DESIGN_NAME = reg_file
export DESIGN_NICKNAME = reg_file
export VERILOG_FILES = /design/flow/design.v
export SDC_FILE = /design/flow/constraint.sdc
export NUM_CORES = 4
export LEC_CHECK = 1
export CORE_UTILIZATION = 40
File: /design/flow/constraint.sdc
current_design reg_file

set clk_period 2.2
set clk_io_pct 0.2

create_clock -name clk0 -period $clk_period [get_ports {clk}]

set non_clock_inputs [all_inputs -no_clocks]
set_input_delay [expr $clk_period * $clk_io_pct] -clock clk0 $non_clock_inputs
set_output_delay [expr $clk_period * $clk_io_pct] -clock clk0 [all_outputs]
==> results.cfg <==
; yosys + openroad results
[worst_setup_path]
arrival_ns = 1.70
start_kind = primary input
crit_type = in2out
startpoint = rX_addr[0]
path_max_fanout = 8
cpMostUsedCell = buf_12
critPathCaptureType = output port
cp_top_family = multiplexers
cp_slowest_cell = mux4_2
crit_buf_inv = 3
crit_required_ns = 1.76
max_stage_delay_ns = 0.51
crit_chain = buf_12 -> buf_12 -> mux4_2 -> mux2_4 -> clkdlybuf4s15_1

[floorplanning]
chipHeight_um = 81.6
num_rows = 28
pin_count = 72
die_w_um = 81.6
dieArea_um2 = 6650
core_area_um2 = 6030
fp_util_pct = 42.0

[finish]
top_regs = rf x64
fillers = 441
seqCellArea_um2 = 1920
fin_util_pct = 64.7
layout-drive-gt1-share_pct = 38.0
comb_area_um2 = 539
synthToLayoutAreaGrowth_pct = 53.9
largest_register_ffs = 64
finalInstanceArea_um2 = 3900
largest_register = rf

[place]
dp_hpwl_um = 3830
place_area_um2 = 3470
gp_congestion = 0.821
port_buffers = 71

[global_routing]
antenna_found_initial = 0
grt_pass1_wl_um = 9430
grt_pass1_vias = 1709
grt_max_degree = 13
gr-total-overflow = 0
track_usage_pct = 22.5

[status]
status = completed

[timing]
drv_slew = 0
rsz0062_at_grt = no
hold_viol = 0
hold_ws_ns = 0.839
final.min_clock_period_ns = 2.14
slew_headroom_pct = 81.7
max_clock_freq_ghz = 0.468
finalSetupViolations = 0
fin_crit_sh_pct = 97.1
worst_pin_slew_ns = 0.273

[synth]
ys_area_um2 = 2530
ys_types = 13
top_area_share_pct = 75.9
ys_seq_share_pct = 75.9
synth_area_per_cell_um2 = 23.9
syn_area_um2 = 2530
netlist.top_cell.by_area = edfxtp_1
synthTopCellsByCount = edfxtp_1, mux4_1, mux2_2, nor2_1, nand2b_1
ys_async_sr_fraction_pct = 0
yosysMostFrequentCell = edfxtp_1
synth_cells = 106
area_leaders = edfxtp_1, mux4_1, mux2_2
ff_type = edfxtp_1
ys_warn_count = 1
ys.flops = 64
edf_count = 64
ys_cells = 106

[drt]
wl_um = 6060
viasPerCell = 5.04
post_drt_wl_per_cell_um = 19.4
drt_iter0_drc = 40
routed-via-count = 1571
postRouteAntennaNets = 0
drc = 0
diodes = 0
drt_pass1_iterations = 4

[pwr]
ir_drop_mv = 0.572
leakage_nw = 1.42
pwr_density_cell_nw_per_um2 = 679
fin_total_pwr_mw = 2.64

[job]
tool_warnings = 26
maxCapViolations = 0

[clocking]
cts_tree = done
numCtsBuffers = 9
cts-root-buf = clkbuf_8
clk_pin_slew_worst_paths_ns = 0.07
cts.sinks = 64
clockBufferDepth = 2
ctsHoldBuffers = 0
htree_num_levels = 3

[min_path]
min_path_type = in2reg
min_from = rf_in[3]
## metal layers
metal | up-vias | share of wire (%) | GRT usage [%]
met5 | - | 0 | 0
met4 | 0 | 1.2 | 2.14
met3 | 7 | 11 | 14.3
met2 | 81 | 47 | 31.1
met1 | 781 | 40 | 34.8
li1 | 702 | - | -
## power by group
group	switching (mW)	total, mW	leakage [nW]	internal (mW)
clock network	0.449	0.969	0.0851	0.520
logic	0.0888	0.275	0.752	0.187
registers	0.0161	1.40	0.581	1.38
## cell families (layout without fill, tap and decap cells)
kind of cell / Yosys count / count (layout) / share of synthesized area (%)
multiplexers: 24 / 24 / 20.0
flip-flops: 64 / 64 / 75.9
AND/OR/NAND/NOR: 13 / 13 / 2.32
buffers and inverters: 5 / 136 / 1.73
## what timing repair did
item | CTS | global route
gates resized | 48 | 6
gates cloned | 2 | 0
setup buffers | 21 | 7
pin swaps | 0 | 0
hold endpoints to repair | 0 | 0
setup endpoints to repair | 8 | 6
## worst paths after layout
path	to	slack (ns)	depth (start not counted)
setup / recovery	rX[3]	0.06	5
hold / removal	rf[0][3]	0.84	1
## per-stage QoR
step	setup WS, ns	cells	TNS (ns)
after floorplan	0.310	106	0
after global placement	-0.635	267	-4.93
after detailed placement	-0.637	267	-4.96
after CTS	-0.145	306	-0.145
after global routing	0.000217	312	0
final	0.0645	312	0
## final cells by class
type,count,area share (%)
multi-input cells,37,13.8
well taps,75,2.41
repair buffers,120,29.4
flip-flops and latches,64,49.3
clock inverters,7,1.86
clock buffers,9,3.18
## layout by cell type, fill, tap and decap left out
cell,instances
edfxtp_1,64
clkdlybuf4s50_1,61
buf_4,45
mux4_2,16
clkbuf_8,9
mux2_4,8
clkdlybuf4s15_1,7
nor2_1,6
clkinvlp_4,4
nand2b_1,3
buf_12,3
nand2_1,2
nor3_1,2
clkinv_4,1
clkinv_1,1
bufinv_16,1
buf_16,1
clkdlybuf4s15_2,1
dlymetal6s2s_1,1
buf_8,1
Power figures rest on the tool's default switching activity, not on a simulated workload.
