==> design.v <==
package common;
    typedef enum {RASTER_CMD_NOP, RASTER_CMD_FILL, RASTER_CMD_POINT, RASTER_CMD_LINE, RASTER_CMD_RECT, RASTER_CMD_HLINE, RASTER_CMD_VLINE  } raster_command_t;
endpackage
package cpu_common;
    typedef enum {CORE_NOP, CORE_HALT, CORE_RESET} core_special_operation_t;
    typedef enum {ALU_ADD, ALU_SUB, ALU_AND, ALU_OR, ALU_XOR, ALU_MUL, ALU_SR, ALU_SL} alu_operation_t;
    typedef enum {ALU_RX, ALU_IMMEDIATE} alu_operand_t;
    typedef enum {RF_MUX_IMM, RF_MUX_R0, RF_MUX_ALU, RF_MUX_MEM} rf_mux_src_t;
    typedef enum {SP_NOP, SP_INC_1, SP_INC_2, SP_DEC_1, SP_DEC_2} sp_operation_t;
    typedef enum {FETCH_NOP, FETCH_INC_PC, FETCH_RET} fetch_operation_t;
    typedef enum {AGU_PUSH_POP, AGU_SHORT_IMM} agu_operation_t;
endpackage
module sound (
    input logic clk, 
    input logic rst_async,
    input logic [25:0] max_count, 
    input logic latch_max_count, 
    output logic buzzer
);
logic [25:0] max_count_reg;
always_ff @(posedge clk, posedge rst_async) begin
    if (rst_async)
        max_count_reg <= '0; 
    else if (clk) begin
        if (latch_max_count)
            max_count_reg <= max_count;
    end
end
logic toggle;
assign buzzer = toggle & (max_count_reg != 0); 
logic [25:0] counter;
logic max_count_reached;
assign max_count_reached = counter >= max_count_reg;
always_ff @(posedge clk) begin
    counter <= max_count_reached ? '0: (counter + 1); 
    if (max_count_reached) 
        toggle <= ~toggle; 
end
endmodule
==> run.sh <==
#!/bin/bash
# OpenROAD 26Q1-2900-gdf79404cd8, Yosys 0.63+post, stock flow scripts
make -C /OpenROAD-flow-scripts/flow DESIGN_CONFIG=/design/flow/config.mk WORK_HOME=/design/flow/orfs finish
==> config.mk <==
export PLATFORM = sky130hd
export DESIGN_NAME = sound
export DESIGN_NICKNAME = sound
export VERILOG_FILES = /design/flow/design.v
export SDC_FILE = /design/flow/constraint.sdc
export NUM_CORES = 4
export LEC_CHECK = 1
export CORE_UTILIZATION = 50
==> constraint.sdc <==
current_design sound

set clk_period 7.3
set clk_io_pct 0.2

create_clock -name clk0 -period $clk_period [get_ports {clk}]

set non_clock_inputs [all_inputs -no_clocks]
set_input_delay [expr $clk_period * $clk_io_pct] -clock clk0 $non_clock_inputs
set_output_delay [expr $clk_period * $clk_io_pct] -clock clk0 [all_outputs]
==> run summary <==
Flow results.

- The flow ran to the end, and the final reports show no timing, DRC or antenna violations.
- Grouping non-sequential cells by family puts the most area in simple AND/OR/NAND/NOR gates.
- The aggregate global-route resource usage is 22.4%.
- Of the total synthesized cell area, the portion taken by XOR and XNOR cells is 7.34%.
- In this run the cell area of the synthesized design comes to 2860 µm².
- The first global-routing pass estimated 10300 µm of wire.
- Excluding fillers, the count of instances in the completed layout stands at 416.
- The number of primary I/O pins is 30.
- The violation tally from detailed-route iteration zero is 132.
- For the final database, setup skew stands at 0.00935 ns.
- Per the slew report, the remaining headroom to the max-slew limit stands at 62.9%.
- The floorplan step set the die width to 77.7 µm.
- The final non-filler cell area is 3330 µm².
- The setup violation total in the final timing report is 0.
- The number of rows in the core area is 27.
- The count of filler cells inserted in the layout is 488.
- The cell count after synthesis came out at 315.
- Entering global routing, the biggest net connects 52 pins.
- The total leakage power is 1.45 nW.
- The clock root buffer is sky130_fd_sc_hd__clkbuf_8.
- The highest fanout seen on the critical path is 2.
- Looking at the reg2reg group, the worst path ends at toggle.
- The overall power after layout is 873 µW.
- The full die area is 6030 µm².
- In this run, distinct cell masters in the synthesized netlist total 36.
- The timing report gives the worst reg2reg path a setup slack of 4.74 ns.
- The clock slew at the register clock pins of the worst setup and hold paths is 0.10 ns.
- In this run, CTS created clock tree buffers numbering 5.
- The worst setup path is launched from a flip-flop.
- The count of instantiated cells in the yosys netlist is 315.
- Setup repair after global routing left no endpoint under its margin.
- The number of max-slew violations in the final report is 0.
- The run reported a max-capacitance violation count of 0.
- Per the post-synthesis stats, the area per cell is 9.09 µm².
- The first TritonRoute pass finished after 4 iterations.
- The worst vdd rail ir drop is 0.158 mV.
- The number of buffers on the longest clock path is 2.
- The last element of the critical path is buzzer.
- The detailed placer reported the number of placed instances as 408.
- Routability-driven placement finished with a final weighted congestion of 0.841.
- For this design, the CTS-stage hold fixing added 0 buffers.
- The number of antenna violations at the first check in global routing is 0.
- The ratio of total power to cell area is 262 nW/µm².
- Of all flip-flops after synthesis, the portion carrying an async set or reset was 49.1%.
- The post-detailed-route count of antenna-violating nets is 0.
- The floorplan step records an initial core utilization of 52.0%.
- The number of buffer cells added on primary ports is 29.
- The routed layout has 2144 vias.
- The total congestion overflow after global routing is 0.
- For this run the detailed placement stage logged an HPWL of 4230 µm.
- The endpoint required time on the critical path is 5.84 ns.
- The warning count from the yosys run is 1.
- The critical path is of the reg -> out type.
- The final wirelength is 5860 µm.
- The basic-gate share of the synthesized area counting and, or, nand and nor cells is 23.0%.
- The transition time recorded at the tightest slew-check pin is 0.551 ns.
- The count of instances resized after the clock tree is built is 0.
- The number of cells on the worst reg-to-reg path is 8.
- The combinational gate area is 1480 µm².
- The clock net sink count is 53.
- For reference, the final report shows the hold violation count at 0.
- Warnings raised by the tools during the run amount to 26.
- The arrival time reported for the critical path endpoint is 1.92 ns.
- The synthesized netlist devotes 11.8% of its cell area to adder and majority cells.
- The critical path endpoint category is an output pin.
- Per the CTS log, the maximum H-tree level is 2.
- The chip area in the Yosys report is 2860 µm².
- Per the timing report, the achievable frequency comes out to 295 MHz.
- For the worst-skew pair, the clock arrives at the later sink with an insertion delay of 0.31 ns.
- The area growth from synthesis to layout is 16.3%.
- The shortest clock period the worst path allows after layout is 3.38 ns.
- The per-cell routed wire length is 14.1 µm.
- The total negative setup slack is 0 ns.
- In the finished design, the share of the clock period the worst path needs comes to 46.4%.
- The worst register-to-register path begins at max_count_reg[25].
- Of the post-synthesis cell area, the part taken by muxes is 0.393%.
- The core region is 5510 µm².
- The AND-OR/OR-AND share of the synthesized area is 9.13%.
- The average via count per standard cell is 5.15.
- The layout report lists the combined flip-flop and latch area as 1200 µm².
- Among all flip-flop cells after synthesis, the most frequent one is sky130_fd_sc_hd__dfxtp_1.
- The via count of the first global-routing pass is 2114.
- Yosys mapped a number of flops with a built-in enable equal to 1.
- The timing startpoint of the critical path is max_count_reg[18].
- In the final layout, the share of cells above drive strength 1 is 7.85%.
- The routed layout reports a DRC error count of 0.
- After detailed placement, the total cell area comes to 3210 µm².
- After clock tree synthesis, the setup repair step added 0 buffers.
- The number of inserted diodes is 0.
- According to the hold report, the worst path is of the reg -> reg type.
- The portion of the post-synthesis area used by sequential elements is 42.0%.
- Measured on the finished design, the core utilization comes to 60.5%.
- In this run the vertical extent of the chip is 77.7 µm.
- TritonCTS built the clock tree.
- The flop and latch count out of synthesis is 53.
-- final cells by class --
class	count	share of cell area [%]
Sequential cell	53	36.1
Inverter	33	3.72
Clock buffer	5	2.07
Multi-Input combinational cell	217	44.4
Tap cell	72	2.70
Clock inverter	3	1.43
Timing Repair Buffer	33	9.62
-- worst max-delay path, stage by stage, from the launching register on --
cell and delay (ns):
sky130_fd_sc_hd__dfrtp_1 0.39, sky130_fd_sc_hd__nor4_1 0.32, sky130_fd_sc_hd__nand2_1 0.10, sky130_fd_sc_hd__nor4_1 0.24, sky130_fd_sc_hd__a41oi_1 0.15, sky130_fd_sc_hd__clkdlybuf4s50_1 0.43
-- cell families after synthesis --
kind of cell,count (synthesis)
AND/OR/NAND/NOR,118
XOR/XNOR,24
AND-OR/OR-AND,47
multiplexers,1
adder cells (fa/ha/maj),27
flip-flops,53
buffers and inverters,45
-- metrics by stage --
step                hold WS (ns)  setup WS (ns)
floorplan                  0.478           4.92
global placement           0.521           4.25
detailed placement         0.528           4.23
CTS                        0.535           3.89
global route               0.558           3.79
finish                     0.534           3.92
-- report_power, final --
group	internal (mW)	switching, mW	total [mW]
logic	0.117	0.130	0.247
clock network	0.105	0.101	0.206
registers	0.352	0.0691	0.421
-- synth_stat cells (all sizes together) (2+ instances only) --
cell type	count	area [µm²]
a211oi	2	15.0
a21oi	10	50.1
and4	4	35.0
buf	6	36.3
clkbuf	6	22.5
dfrtp	26	651
dfxtp	26	521
ha	27	338
inv	33	124
nand2	38	143
nand3	9	50.1
nand4	10	68.8
nor2	10	37.5
nor3	33	200
nor4	9	86.3
o21ai	30	154
xnor2	19	166
xor2	5	43.8
-- layout by cell type, fill, tap and decap left out, drive strengths merged, types with 2 or more instances in the layout --
cell and n:
nand2 38, inv 35, nor3 33, o21ai 30, clkdlybuf4s50 29, ha 27
dfxtp 26, dfrtp 26, xnor2 19, a21oi 10, nor2 10, nand4 10
nand3 9, nor4 9, xor2 5, clkbuf 5, and4 4, buf 4
a211oi 2
-- how the worst min path moves through the flow --
| stage | depth (start not counted) | start | to |
|---|---|---|---|
| 4_1_cts | 1 | counter[0] | counter[0] |
| 5_1_grt | 1 | counter[0] | counter[0] |
| 6_report | 1 | counter[0] | counter[0] |
-- routing by layer --
layer  global-route usage, %  share of wire, %  vias up
li1                        -                 -     1144
met1                    34.9                49      970
met2                    35.9                48       28
met3                    3.11               3.0        2
met4                    1.70              0.41        0
met5                       0                 0        -
Power figures rest on the tool's default switching activity, not on a simulated workload.
